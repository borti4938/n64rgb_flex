[./run.sh]
#!/bin/bash
# OpenROAD 26Q1-2900-gdf79404cd8, Yosys 0.63+post, stock flow scripts
make -C /OpenROAD-flow-scripts/flow DESIGN_CONFIG=/design/flow/config.mk WORK_HOME=/design/flow/orfs finish
[./config.mk]
export PLATFORM = sky130hd
export DESIGN_NAME = n64rgb_flex
export DESIGN_NICKNAME = n64rgb_flex
export VERILOG_FILES = /design/flow/design.v
export SDC_FILE = /design/flow/constraint.sdc
export NUM_CORES = 4
export LEC_CHECK = 1
export CORE_UTILIZATION = 30
[./constraint.sdc]
current_design n64rgb_flex

set clk_period 2.2
set clk_io_pct 0.2

create_clock -name clk0 -period $clk_period [get_ports {VCLK_i}]

set non_clock_inputs [all_inputs -no_clocks]
set_input_delay [expr $clk_period * $clk_io_pct] -clock clk0 $non_clock_inputs
set_output_delay [expr $clk_period * $clk_io_pct] -clock clk0 [all_outputs]
[./design.v]
module n64rgb_flex(
  VCLK_i,
  nDSYNC_i,
  D_i,
  nViDeBlur_i,
  R_o,
  G_o,
  B_o,
  nCSYNC_o
);
input VCLK_i;
input nDSYNC_i;
input [6:0] D_i;
input nViDeBlur_i;
output reg [6:0] R_o;
output reg [6:0] G_o;
output reg [6:0] B_o;
output reg nCSYNC_o;
wire VCLK_w;
wire negedge_nVSYNC_w, negedge_nHSYNC_w, posedge_nCSYNC_w;
reg nDSYNC_L;
reg [6:0] D_L;
reg [3:0] SYNC_L;
reg [6:0] R_L [0:1];
reg [6:0] G_L [0:1];
reg [6:0] B_L [0:1];
reg [1:0] line_cnt = 2'b00;  
reg        palmode = 1'b0;   
reg field_id, n64_480i;
reg [1:0] phase_cnt = 2'b00;
reg nblank_vdata;
  assign VCLK_w = VCLK_i;
  always @(posedge VCLK_w) begin
    nDSYNC_L <= nDSYNC_i;
    D_L <= D_i;
  end
assign negedge_nVSYNC_w =  SYNC_L[3] & !D_L[3];
assign negedge_nHSYNC_w =  SYNC_L[1] & !D_L[1];
assign posedge_nCSYNC_w = !SYNC_L[0] &  D_L[0];
always @(posedge VCLK_w)
  if (!nDSYNC_L) begin
    if(negedge_nVSYNC_w) begin  
      line_cnt <= 2'b00;
      palmode <= ~line_cnt[1];
    end else if (negedge_nHSYNC_w) begin   
      line_cnt <= line_cnt + 1'b1;
    end
  end
always @(posedge VCLK_w)
  if (!nDSYNC_L) begin
    if (negedge_nVSYNC_w) begin                  
      field_id <= negedge_nHSYNC_w;              
      n64_480i <= field_id ^ negedge_nHSYNC_w;   
    end
  end
always @(posedge VCLK_w)
  if (!nDSYNC_L) begin
    if (nViDeBlur_i | n64_480i) begin
      nblank_vdata <= 1'b1;
    end else begin
      if(posedge_nCSYNC_w)  
        nblank_vdata <= palmode;
      else
        nblank_vdata <= ~nblank_vdata;
    end
  end
always @(posedge VCLK_w)
  if (!nDSYNC_L) begin
    phase_cnt <= 2'b00;
    SYNC_L <= D_L[3:0];
    if (nblank_vdata) begin
      R_L[1] <= R_L[0];
      G_L[1] <= G_L[0];
      B_L[1] <= B_L[0];
    end
  end else begin
    casez(phase_cnt)
      2'b00: R_L[0] <= D_L;
      2'b01: G_L[0] <= D_L;
      2'b10: B_L[0] <= D_L;
    endcase
    phase_cnt <= phase_cnt + 2'b01;
  end
always @(*) begin
  nCSYNC_o <= SYNC_L[0];
  {R_o,G_o,B_o} <= {R_L[1],G_L[1],B_L[1]};
end
endmodule
==> results.json <==
{
  "finalSetupViolCount": 0,
  "clockRootBuffer": "clkbuf_8",
  "internal-power_mw": 1.842,
  "arrival_ns": 1.16,
  "die_h_um": 81.75,
  "drc": 0,
  "async_flop_share_pct": 0,
  "antenna_found_initial": 0,
  "max_freq_ghz": 0.6259,
  "cts_made_buffers": 9,
  "grt_pass1_vias": 867,
  "whs_ns": 0.4149,
  "cp_max_fo": 3,
  "critPathTopFamily": "buffers and inverters",
  "post_cts_buffers": 0,
  "fillers": 541,
  "grt_max_degree": 22,
  "layout.cells.non_filler": 211,
  "diodes": 0,
  "yosysWarnings": 4,
  "p_total_mw": 2.281,
  "fp.dieW_um": 81.75,
  "power.density_nw_per_um2": 911.9,
  "hold_viol_final": 0,
  "pin_count": 32,
  "fin_worst_skew_ns": 0.007805,
  "slew_violations": 0,
  "warning_count": 27,
  "pwr-share-comb_pct": 4.0,
  "swShare_pct": 19.26,
  "relSlewSlack_pct": 74.08,
  "clockBufferDepth": 2,
  "top_area_cell": "edfxtp_1",
  "rsz0062_at_grt": "no",
  "via_count": 817,
  "hpwl_mm": 1.518,
  "syn_area_um2": 1908,
  "min_period_ns": 1.598,
  "reg2reg_from": "phase_cnt[0]$_SDFF_PN0_",
  "place_ws_ns": 0.9273,
  "power.switching_uw": 439.3,
  "drive_gt1_share_pct": 13.24,
  "hold_path_startpoint": "R_L[0][2]$_DFFE_PP_",
  "edf_count": 51,
  "drtIter0Drc": 38,
  "drv_cap": 0,
  "ff_type": "edfxtp_1",
  "h-tree-depth": 3,
  "worst_path_max_delay_cell": "clkdlybuf4s50_1",
  "chipArea_um2": 6683,
  "drtAntennaViolNets": 0,
  "synth.top_cell.area_share_pct": 80.26,
  "synthCells": 88,
  "netlist_top_cells_count": "edfxtp_1 (51), dfxtp_1 (10), nor2_1 (5)",
  "setup_ws_ns": 0.6023,
  "synth_seq_share_pct": 90.75,
  "gp_congestion": 0.7138,
  "tns_ns": 0,
  "crit_chain": "clkdlybuf4s50_1",
  "status": "complete, no violations",
  "p_leak_nw": 0.8697,
  "ys_area_um2": 1908,
  "insertion_delay_ns": 0.33,
  "fp.coreArea_um2": 6026,
  "syn_avg_cell_area_um2": 21.68,
  "initCoreUtil_pct": 31.67,
  "critPathRequiredTime_ns": 1.76,
  "p_seq_share_pct": 58.8,
  "synthDistinctLibCells": 14,
  "ys.flops": 61,
  "top_cell": "edfxtp_1",
  "cts.sinks": 61,
  "max_slew.worst_pin.slew_ns": 0.3889,
  "topCellsByArea": "edfxtp_1 (80%), dfxtp_1 (10%), ha_1 (2.0%)",
  "num_rows": 28,
  "critPathLaunchType": "flop",
  "clk_pin_slew_worst_paths_ns": 0.06,
  "path_buffers": 1,
  "worst_ir_drop_vdd_mv": 0.4217,
  "io_buffers": 31,
  "yosys_cells": 88,
  "cts_tree": "yes",
  "avgRoutedWirePerCell_um": 11.12,
  "grt_overflow": 0,
  "dr.pass1.iters": 3,
  "grt_usage_pct": 8.281,
  "ctsHoldBuffers": 0,
  "hp-class": "flop to flop",
  "post_cts_resized": 0,
  "viasPerCell": 3.872,
  "end_kind": "primary output",
  "crit_type": "flop to primary output",
  "grt_pass1_wl_mm": 3.643,
  "critical-path-max-stage-delay_ns": 0.46,
  "clock_power_share_pct": 37.2,
  "finalClockPeriodUsage_pct": 72.62,
  "startpoint": "SYNC_L[0]$_DFFE_PN_",
  "placedCellCount": 195,
  "routed_wl_mm": 2.347,
  "area_growth_pct": 31.08
}
-- power by group through the flow --
stage / sequential (mW) / clock, mW / combinational, mW
CTS: 1.34 / 0.882 / 0.0939
global route: 1.35 / 0.937 / 0.105
finish: 1.34 / 0.849 / 0.0913
-- layout make-up --
cell class	instances	area, µm²	area share [%]
Sequential cell	61	1732	69.23
Timing Repair Buffer	32	317.8	12.71
Multi-Input combinational cell	22	160.2	6.403
Clock buffer	13	158.9	6.353
Tap cell	75	93.84	3.752
Clock inverter	3	20.02	0.8004
Inverter	5	18.77	0.7504
-- registers in the layout, summed over array words and instances, names as in the netlist --
register      flops
B_L              14
G_L              14
R_L              14
D_L               7
SYNC_L            3
line_cnt          2
phase_cnt         2
field_id          1
n64_480i          1
nDSYNC_L          1
nblank_vdata      1
palmode           1
-- cells by family after synthesis --
logic type	count (synthesis)	share of synthesized area, %
flip-flops	61	90.75
AND-OR/OR-AND	2	0.6556
adder cells (fa/ha/maj)	3	1.967
AND/OR/NAND/NOR	15	4.722
XOR/XNOR	2	0.9182
buffers and inverters	5	0.9832
-- final timing paths --
kind,slack (ns),cells past startpoint,end
min reg2reg,0.41,0,R_L[1][2]$_DFFE_PP_
max reg2reg,0.96,3,R_L[0][2]$_DFFE_PP_
min,0.41,0,R_L[1][2]$_DFFE_PP_
max,0.60,1,nCSYNC_o
-- metrics by stage --
step	instance area, µm²	utilization (%)
final	2501	41.51
after CTS	2501	41.51
after global routing	2501	41.51
after floorplan	1908	-
after detailed placement	2322	38.54
after global placement	2322	38.54
-- cell usage in the layout, fill, tap and decap left out, types with 2 or more instances in the layout --
cell type / instances
edfxtp_1: 51
clkdlybuf4s50_1: 31
clkbuf_8: 11
dfxtp_1: 10
nor2_1: 5
inv_1: 4
and2_1: 4
ha_1: 3
xnor2_1: 2
nor2b_1: 2
clkinvlp_4: 2
clkbuf_1: 2
-- per-layer routing --
| layer | wire length (µm) | vias to the layer above | GRT usage (%) |
|---|---|---|---|
| li1 | - | 408 | - |
| met1 | 926 | 368 | 9.318 |
| met2 | 1113 | 34 | 12.23 |
| met3 | 242 | 7 | 6.652 |
| met4 | 64 | 0 | 2.281 |
| met5 | 0 | - | 0 |
Power figures rest on the tool's default switching activity, not on a simulated workload.
